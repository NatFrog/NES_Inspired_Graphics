<file path="./config.mk">
export PLATFORM = sky130hd
export DESIGN_NAME = oam
export DESIGN_NICKNAME = oam
export VERILOG_FILES = /design/flow/design.v
export SDC_FILE = /design/flow/constraint.sdc
export NUM_CORES = 4
export LEC_CHECK = 1
export CORE_UTILIZATION = 30
</file>
<file path="./constraint.sdc">
current_design oam

set clk_period 3.8
set clk_io_pct 0.2

create_clock -name clk0 -period $clk_period [get_ports {clk}]

set non_clock_inputs [all_inputs -no_clocks]
set_input_delay [expr $clk_period * $clk_io_pct] -clock clk0 $non_clock_inputs
set_output_delay [expr $clk_period * $clk_io_pct] -clock clk0 [all_outputs]
</file>
<file path="./design.v">
module oam (
    input  wire        clk,
    input  wire        rst_n,
    input  wire        oam_en,
    input  wire        oam_rw,        
    input  wire [5:0]  address,       
    input  wire [31:0] data_in,       
    output reg  [31:0] data_out       
);
    integer i;
    reg [7:0] OAM [0:255];            
    wire [7:0] base = address * 4;    
    always @(posedge clk or negedge rst_n) begin
        if (!rst_n) begin
            for (i = 0; i < 256; i = i + 1)
                OAM[i] <= 8'd0;
            data_out <= 32'h00000000;
        end else begin
            if (oam_en) begin
                if (!oam_rw) begin
                    data_out <= {
                        OAM[base + 3],
                        OAM[base + 2],
                        OAM[base + 1],
                        OAM[base + 0]
                    };
                end else begin
                    OAM[base + 0] <= data_in[7:0];
                    OAM[base + 1] <= data_in[15:8];
                    OAM[base + 2] <= data_in[23:16];
                    OAM[base + 3] <= data_in[31:24];
                end
            end else begin
                data_out <= 32'hzzzzzzzz;  
            end
        end
    end
endmodule
</file>
<file path="./run.sh">
#!/bin/bash
# OpenROAD 26Q1-2900-gdf79404cd8, Yosys 0.63+post, stock flow scripts
make -C /OpenROAD-flow-scripts/flow DESIGN_CONFIG=/design/flow/config.mk WORK_HOME=/design/flow/orfs finish
</file>
==> results_dict.tcl <==
# yosys + openroad results
set metrics [dict create \
    drtIter0Drc 5634 \
    fin_crit_sh_pct 87.4 \
    power.total_w 0.0504 \
    syn_area_sq_um 90400 \
    critPathKind "primary input to register" \
    area_growth_pct 19.2 \
    simple_gate_area_share_pct 4.56 \
    totalWireLength_mm 437 \
    ctsResizeCount 0 \
    synth_seq_share_pct 57.6 \
    gp_congestion 0.980 \
    drt-pass1-iter-count 6 \
    drc 0 \
    cp.arrival_ns 4.10 \
    grtUsageTotal_pct 30.0 \
    synth-adder-area-share_pct 0 \
    core_area_sq_um 300000 \
    maxCapViolations 0 \
    tightest_slew_ns 1.45 \
    xor_area_share_pct 0 \
    yosysUniqueCellTypes 60 \
    worstHoldStart "data_in[14]" \
    crit_chain "buf_2, nand2b_2, buf_12, nor3_2, buf_12, a2111oi_0, nand3_1, nor4_1, buf_4, a31oi_1" \
    slew_viol_final 0 \
    drtAntennaViolNets 0 \
    ys_seq_elements 2080 \
    hold_buffers 1 \
    hp-class "primary input to register" \
    status "completed" \
    hold_viol 0 \
    cp-startpoint "address[2]" \
    yosysCellCount 6612 \
    clk_latency_ns 0.91 \
    die_area_sq_um 303000 \
    cpPeakStageDelay_ns 1.21 \
    period_minus_slack_ns 3.32 \
    grt_pass1_wl_mm 591 \
    p_per_area_nw_per_um2 469 \
    cp_max_fo 20 \
    cts_max_path_buffers 3 \
    floorplan.core_util_pct 30.1 \
    endpoint_kind "register" \
    r2r-start "OAM[195][5]" \
    crit_required_ns 4.58 \
    edf_count 0 \
    mostFrequentLayoutCells "2080 x dfrtp_1, 2014 x mux2_2, 802 x a22oi_1" \
    yosys_most_used_dff "dfrtp_1" \
    die-width_um 551 \
    final_area_sq_um 108000 \
    async_flop_share_pct 100 \
    numPortBuffers 73 \
    cp_slowest_cell "a2111oi_0" \
    cts.clk_slew.worst_paths_ns 0.06 \
    hpwlAfterDp_mm 271 \
    antenna_found_initial 28 \
    worst_ir_drop_vdd_v 0.000478 \
    cts_max_level 4 \
    syn_area_per_cell_sq_um 13.7 \
    rows 201 \
    yosysWarnings 3 \
    clkSinkCount 2080 \
    tool_warnings 38 \
    grt_pass1_vias 66100 \
    layout_top_cell "dfrtp_1" \
    compound_area_share_pct 8.51 \
    gr-total-overflow 0 \
    post_drt_wl_per_cell_um 39.8 \
    worst_setup_path_start_kind "primary input" \
    mux_share_pct 26.2 \
    ys_top_logic_family "multiplexers" \
    postCtsSetupBuffers 0 \
    grt_max_degree 125 \
    syn_inst 6612 \
    clock-skew-final_ns 0.0600 \
    vias 65500 \
    io_pins 74 \
    grt_setup_unrepaired "no" \
    cts_root_buf "clkbuf_16" \
    die_height_um 551 \
    tritoncts "yes" \
    drive_gt1_share_pct 44.6 \
    max_freq_ghz 0.301 \
    viasPerCell 5.97 \
    setup_viol 0 \
    dpl_cell_area_sq_um 100000 \
    numCtsBuffers 216 \
    cp_common_cell "buf_12" \
    p_leak_nw 51.6 \
    ys_area_sq_um 90400 \
    slew_headroom_pct 2.38 \
]
final timing paths:
check                                     to  slack, ns  depth (start not counted)
worst max-delay path            data_out[24]       0.48                         10
worst min-delay path             OAM[233][6]       0.17                          2
worst max register to register  data_out[29]       1.13                          7
worst min register to register    OAM[60][4]       0.49                          1
max in group asynchronous        OAM[248][5]       1.67                          4
min in group asynchronous         OAM[46][7]       0.45                          2
metal layers:
layer | wire (um) | vias to the layer above | GRT usage, %
met2 | 182000 | 4188 | 41.1
met1 | 154000 | 34600 | 35.6
met3 | 68600 | 1328 | 19.3
met4 | 31500 | 38 | 17.4
met5 | 878 | - | 1.80
li1 | - | 25300 | -
cell families after synthesis:
| group | Yosys count |
|---|---|
| muxes | 2109 |
| AOI/OAI and AO/OA | 1018 |
| buffers and inverters | 675 |
| and+or+nand+nor | 730 |
| DFF | 2080 |
power breakdown:
group	switching, W	total (W)	internal [W]
combinational	0.00216	0.00391	0.00175
sequential	0.000952	0.0249	0.0239
clock	0.00932	0.0217	0.0123
state kept, by name (all words and copies together) (netlist names):
register and cells:
OAM 2048, data_out 32
per-stage QoR:
| stage | worst slack (ns) | cells | utilization [%] | TNS, ns | hold WS [ns] |
|---|---|---|---|---|---|
| 2_1_floorplan | 1.04 | 6612 | - | 0 | 0.446 |
| 5_1_grt | 0.554 | 10900 | 35.9 | 0 | 0.172 |
| 6_report | 0.481 | 11000 | 35.9 | 0 | 0.168 |
| 4_1_cts | 0.703 | 10900 | 35.9 | 0 | 0.157 |
| 3_3_place_gp | -0.724 | 10500 | 33.5 | -1.61 | 0.462 |
| 3_5_place_dp | -0.229 | 10600 | 33.5 | -1.61 | 0.473 |
critical path, delay by kind of cell:
family / cells / cell delay [ns]
buffers and inverters: 4 / 1.10
AOI/OAI and AO/OA: 2 / 1.28
and+or+nand+nor: 4 / 0.87
layout make-up:
type                            instances  area [sq um]
Antenna cell                           26          65.1
Clock buffer                          345          6510
Clock inverter                         47           686
Fill cell                           28000        192000
Inverter                                1          3.75
Multi-Input combinational cell       3857         36400
Sequential cell                      2080         52000
Tap cell                             3958          4950
Timing Repair Buffer                  655          7000
cell usage after synthesis, types with 3 or more instances:
library cell | instances | share of area [%]
mux2i_1 | 37 | 0.41
a221oi_1 | 11 | 0.11
and3_1 | 120 | 0.83
a32oi_1 | 22 | 0.21
nand2_1 | 131 | 0.54
o32a_1 | 4 | 0.044
buf_4 | 12 | 0.10
nand3_1 | 55 | 0.30
and4_1 | 6 | 0.058
o21ai_0 | 5 | 0.028
nor2_1 | 66 | 0.27
nor4_2 | 5 | 0.069
a22o_1 | 36 | 0.35
a2111oi_0 | 33 | 0.32
a21oi_1 | 50 | 0.28
buf_2 | 149 | 0.83
nor2b_1 | 6 | 0.042
nor3_2 | 18 | 0.20
a31oi_1 | 25 | 0.17
mux2_2 | 2014 | 25
nor4_1 | 58 | 0.40
buf_6 | 3 | 0.037
and4b_1 | 4 | 0.044
nor4b_1 | 6 | 0.058
a222oi_1 | 10 | 0.11
and2_1 | 3 | 0.021
a22oi_1 | 802 | 6.7
nand2_2 | 5 | 0.035
a2111oi_2 | 3 | 0.050
buf_1 | 171 | 0.71
mux2_1 | 58 | 0.72
dfrtp_1 | 2080 | 58
nor4bb_1 | 3 | 0.033
nor3_1 | 74 | 0.41
or4_1 | 4 | 0.033
clkbuf_1 | 339 | 1.4
nand2b_1 | 6 | 0.042
nand4_1 | 147 | 1.0
Power and IR drop assume default switching activity.

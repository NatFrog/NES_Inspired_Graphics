--- /design/flow/config.mk ---
export PLATFORM = sky130hd
export DESIGN_NAME = clock_generators
export DESIGN_NICKNAME = clock_generators
export VERILOG_FILES = /design/flow/design.v
export SDC_FILE = /design/flow/constraint.sdc
export NUM_CORES = 4
export LEC_CHECK = 1
export CORE_AREA = 10 10 70 70
export DIE_AREA = 0 0 80 80
--- /design/flow/constraint.sdc ---
current_design clock_generators

set clk_period 1.9
set clk_io_pct 0.2

create_clock -name clk0 -period $clk_period [get_ports {clk_50}]

set non_clock_inputs [all_inputs -no_clocks]
set_input_delay [expr $clk_period * $clk_io_pct] -clock clk0 $non_clock_inputs
set_output_delay [expr $clk_period * $clk_io_pct] -clock clk0 [all_outputs]
--- /design/flow/design.v ---
module clock_generators (
    input clk_50,    
    output clk_25,    
    output clk_5,     
    output clk_2      
);
    reg [2:0] count_5;    
    reg [4:0] count_2;    
    reg clk_25_reg, clk_5_reg, clk_2_reg;
    initial begin
        clk_25_reg = 0;
        clk_5_reg  = 0;
        clk_2_reg  = 0;
        count_5 = 0;
        count_2 = 0;
    end
    always @(posedge clk_50) begin
        clk_25_reg <= ~clk_25_reg;
    end
    always @(posedge clk_50) begin
        if (count_5 == 4) begin
            clk_5_reg <= ~clk_5_reg;
            count_5 <= 0;
        end else begin
            count_5 <= count_5 + 1;
        end
    end
    always @(posedge clk_50) begin
        if (count_2 == 12) begin
            clk_2_reg <= ~clk_2_reg;
            count_2 <= 0;
        end else begin
            count_2 <= count_2 + 1;
        end
    end
    assign clk_25 = clk_25_reg;
    assign clk_5 = clk_5_reg;
    assign clk_2 = clk_2_reg;
endmodule
--- /design/flow/run.sh ---
#!/bin/bash
# OpenROAD 26Q1-2900-gdf79404cd8, Yosys 0.63+post, stock flow scripts
make -C /OpenROAD-flow-scripts/flow DESIGN_CONFIG=/design/flow/config.mk WORK_HOME=/design/flow/orfs finish
==> reports/metrics.yaml <==
run_status: "finished clean"
regMostFlops: "count_2"
switchingPower_w: 0.0000728
synth_chip_area_um2: 452
hold_viol: 0
grt_max_degree: 7
ys_cells: 42
cts_num_sinks: 11
cts_resized: 0
largest_reg_flops: 5
timing.fmax_ghz: 0.688
startpoint_type: "flop"
die_x_um: 80
crit_buf_inv: 1
grt_overflow: 0
synth_cells: 42
numCtsBuffers: 3
end_kind: "output pin"
cts_setup_buffers: 0
post-route-period-util_pct: 76.5
grt_pass1_wl_mm: 1.15
dieHeight_um: 80
finalSetupViolCount: 0
vdd_drop_max_mv: 0.188
synthToLayoutAreaGrowth_pct: 25.2
critPathTopFamily: "buffers and inverters"
yosys_warnings: 1
power_frac_comb_pct: 0
drt-vias-per-instance: 2.94
hpwlAfterDp_um: 511
core_mm2: 0.00342
track_usage_pct: 2.19
remaining_drc_errors: 0
io_pins: 4
via_count: 279
drt-initial-drc-count: 19
initCoreUtil_pct: 13.2
clockBufferDepth: 2
p_int_w: 0.000317
htreeDepth: 1
numSynthFlops: 11
slowest_delay_ns: 0.46
diodes: 0
warnings: 27
antenna_found_initial: 0
clkPwrFrac_pct: 39.5
finalPower_w: 0.000390
rows: 21
slew_headroom_pct: 88.0
drtAntennaViolNets: 0
globalplace.congestion: 0.666
clk_latency_ns: 0.26
largestRegisters: "count_2 x5, count_5 x3"
netlist_area_um2: 452
place_ws_ns: 0.716
cp_max_fo: 2
swShare_pct: 18.7
maxCapViolCount: 0
wl_um: 647
die_area_mm2: 0.00640
hp-class: "flop to flop"
wl_per_cell_um: 6.81
p_per_area_mw_per_mm2: 690
postCtsHoldBufs: 0
crit_type: "flop to output pin"
grt_pass1_vias: 293
pwr-share-seq_pct: 60.5
slowest_stage: "clkdlybuf4s50_1"
setup_slack_ns: 0.446
layout-drive-gt1-share_pct: 6.12
rsz0062_at_grt: "no"
cts_tree: "done"
cts-root-buf: "clkbuf_4"
hold_slack_ns: 0.378
worstPathRequired_ns: 1.52
syn_avg_cell_area_um2: 10.8
clkTransAtPathRegs_ns: 0.07
tns_ns: 0
finalCriticalPeriod_ns: 1.45
port_buffers: 3
fin_skew_ns: 0.000426
synth_cell_types: 16
cp.arrival_ns: 1.07
slew_viol_final: 0
path_cells: "clkdlybuf4s50_1"
worst_pin_slew_ns: 0.180
leakage_nw: 0.216
drt_first_pass_iters: 4
postSynthSeqShare_pct: 53.2
-- metal layers --
metal,share of wire [%],wire [um],vias up,GRT usage (%)
li1,-,-,152,-
met1,42,273,121,1.90
met2,48,310,6,3.93
met3,9.7,63,0,1.59
met4,0,0,0,0.528
met5,0,0,-,0
-- per-stage QoR --
step | instance area, um2 | util, % | std cells
floorplan | 452 | - | 42
global placement | 539 | 15.8 | 91
detailed placement | 539 | 15.8 | 91
CTS | 566 | 16.6 | 95
global route | 566 | 16.6 | 95
finish | 566 | 16.6 | 95
-- synthesized netlist by cell type --
| library cell | n | area (um2) |
|---|---|---|
| edfxtp_1 | 2 | 60.1 |
| nand2b_1 | 4 | 25.0 |
| and4b_1 | 2 | 20.0 |
| and3b_1 | 1 | 8.76 |
| nor2b_1 | 3 | 18.8 |
| inv_1 | 7 | 26.3 |
| mux2i_1 | 1 | 10.0 |
| ha_1 | 4 | 50.1 |
| nor2_1 | 3 | 11.3 |
| and2_1 | 1 | 6.26 |
| nand2_1 | 1 | 3.75 |
| nand3_1 | 1 | 5.00 |
| o21ai_1 | 1 | 5.00 |
| dfxtp_1 | 9 | 180 |
| a311o_1 | 1 | 10.0 |
| mux2_1 | 1 | 11.3 |
-- power by group through the flow --
stage	logic (W)	registers [W]	clock network (W)
after global routing	0.000000000105	0.000236	0.000172
final	0.000000000105	0.000236	0.000154
after CTS	0.000000000105	0.000236	0.000165
-- kinds of logic after synthesis --
logic type,synth area share (%)
AND/OR/NAND/NOR,21.9
flip-flops,53.2
buffers and inverters,5.82
adder cells (fa/ha/maj),11.1
AND-OR/OR-AND,3.32
multiplexers,4.71
-- cell type report --
cell class / instances / area, um2
Tap cell: 46 / 57.6
Timing Repair Buffer: 3 / 30.0
Fill cell: 386 / 2850
Clock buffer: 4 / 26.3
Inverter: 7 / 26.3
Sequential cell: 11 / 240
Multi-Input combinational cell: 24 / 185
-- worst register-to-register path: cells and delay by family, from the launching register on --
kind | cells | cell delay, ns
adder cells (fa/ha/maj) | 1 | 0.19
buffers and inverters | 1 | 0.08
flip-flops | 1 | 0.34
AND/OR/NAND/NOR | 1 | 0.26
-- path summary, 6_finish.rpt --
path,start,endpoint,slack [ns],cells past startpoint
setup reg to reg,count_2[0],clk_2_reg,0.73,3
setup / recovery,clk_2_reg,clk_2,0.45,1
hold reg to reg,clk_25_reg,clk_25_reg,0.38,1
hold / removal,clk_25_reg,clk_25_reg,0.38,1
-- layout by cell type, fill, tap and decap left out, drive strengths merged --
cell type | netlist | final
a311o | 1 | 1
o21ai | 1 | 1
ha | 4 | 4
edfxtp | 2 | 2
and2 | 1 | 1
and3b | 1 | 1
nand2 | 1 | 1
clkbuf | 0 | 4
nand3 | 1 | 1
clkdlybuf4s50 | 0 | 3
nor2b | 3 | 3
mux2i | 1 | 1
and4b | 2 | 2
inv | 7 | 7
nor2 | 3 | 3
dfxtp | 9 | 9
nand2b | 4 | 4
mux2 | 1 | 1
Power is estimated from default activity; no workload was simulated.
